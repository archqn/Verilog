File: design/flow/config.mk
export PLATFORM = sky130hd
export DESIGN_NAME = ff_reference
export DESIGN_NICKNAME = ff_reference
export VERILOG_FILES = /design/flow/design.v
export SDC_FILE = /design/flow/constraint.sdc
export NUM_CORES = 4
export LEC_CHECK = 1
export CORE_AREA = 10 10 70 70
export DIE_AREA = 0 0 80 80
File: design/flow/constraint.sdc
current_design ff_reference

set clk_period 1.0
set clk_io_pct 0.2

create_clock -name clk0 -period $clk_period [get_ports {clk}]

set non_clock_inputs [all_inputs -no_clocks]
set_input_delay [expr $clk_period * $clk_io_pct] -clock clk0 $non_clock_inputs
set_output_delay [expr $clk_period * $clk_io_pct] -clock clk0 [all_outputs]
File: design/flow/run.sh
#!/bin/bash
# OpenROAD 26Q1-2900-gdf79404cd8, Yosys 0.63+post, stock flow scripts
make -C /OpenROAD-flow-scripts/flow DESIGN_CONFIG=/design/flow/config.mk WORK_HOME=/design/flow/orfs finish
File: design/flow/design.v
module ff_reference #(
    parameter WIDTH = 4
) (
    input clk, rst,
    input logic [WIDTH-1:0] data_i,
    output logic [WIDTH-1:0] data_o
);
    logic [WIDTH-1:0] data_d, data_q1, data_q2, data_q3;
    always_ff @(posedge clk or posedge rst) begin : data_ff1
        if (rst) begin
            data_q1 <= '0;
        end else begin
            data_q1 <= data_i;
        end
    end
    always_comb begin : data_set
        data_d = data_q1;
    end
    always_ff @(posedge clk or posedge rst) begin : data_ff2
        if (rst) begin
            data_q2 <= '0;
        end else begin
            data_q2 <= data_d;
        end
    end
    always_ff @(posedge clk or posedge rst) begin : data_ff3 
      if (rst) begin
        data_q3 <= '0;
      end else begin
        data_q3 <= data_q2;
      end
    end
    assign data_o = data_q3;
endmodule
==> impl_metrics.tcl <==
# collected from the flow reports
set metrics [dict create \
    outcome "finished clean" \
    fmax_ghz 1.08 \
    pin_count 10 \
    grt_pass1_wl_microns 807 \
    crit_path_buffers_inverters 1 \
    post-route-worst-setup-slack_ns 0.0732 \
    yosys-stat-cells 13 \
    grt_start_max_net_pins 13 \
    slew_headroom_pct 90.2 \
    finClkSkew_ns 0.000332 \
    setup_repair_after_global_routing_missed_its_margin "false" \
    place_ws_ns 0.0204 \
    maximum_capacitance_violations 0 \
    count_of_mapped_cells_out_of_synthesis 13 \
    detailroute.via_count 136 \
    die_y_size_microns 80 \
    grt_overflow_total 0 \
    critical_path.cell_chain "buf_2" \
    power.share.switching_pct 16.6 \
    timing_worst_slew_pin_value_ns 0.147 \
    first_global_vias 179 \
    chip_footprint_sq_um 6400 \
    crit_path_end_kind "output port" \
    power.total_uw 906 \
    reg2reg_from "data_q1[0]" \
    ctsLongestPathBuffers 2 \
    share_seq_of_total_power_pct 56.8 \
    io_buffers 9 \
    grt_usage_pct 1.64 \
    die_w_microns 80 \
    synth-seq-area-share_pct 98.8 \
    route.detailed.drc 0 \
    holdCritPathClass "in -> async" \
    crit_path_max_fanout 1 \
    synth_cell_types 2 \
    synthesis.yosys.warnings 1 \
    totalNegativeSetupSlack_ns 0 \
    timing.hold.ws_ns 0.237 \
    reg_to_reg_endpoint "data_q2[0]" \
    power.clock.fraction_pct 39.0 \
    yosys.stat.chipArea_sq_um 304 \
    flop_cell "sky130_fd_sc_hd__dfrtp_1" \
    final_cell_area_sq_um 475 \
    async_flop_share_pct 100 \
    post-synth-top-count-cell "sky130_fd_sc_hd__dfrtp_1" \
    postSynthRegisterBits 12 \
    placement.cell_area_sq_um 459 \
    setup_viol 0 \
    worstRegToRegCells 0 \
    coreArea_sq_um 3420 \
    path_clk_slew_ns 0.06 \
    gpl.final_weighted_congestion 0.652 \
    worstSetupStartpoint "data_q3[1]" \
    crit_end "data_o[1]" \
    drv_slew 0 \
    count_of_antenna_violating_nets_left_after_detailed_routing 0 \
    routed_wl_microns 452 \
    cts_inserted_buffers 3 \
    postSynthAreaPerCell_sq_um 23.4 \
    core_util_floorplan_pct 8.90 \
    post_drt_wl_per_cell_microns 6.19 \
    synthesis.area_sq_um 304 \
    fillCellCount 387 \
    root_buffer "sky130_fd_sc_hd__clkbuf_4" \
    power.static_leakage_uw 0.000206 \
    hold_buffers 0 \
    report.final.hold_viol_count 0 \
    post-synth-top-area-cell "sky130_fd_sc_hd__dfrtp_1" \
    openroad.warnings 25 \
    peakVddDrop_v 0.000945 \
    startpoint_type "register" \
    timing.critical_path.slowest_stage_cell "sky130_fd_sc_hd__dfrtp_1" \
    critical_path_cell_count 1 \
    n_antenna_cell 0 \
    grt_antenna_before_repair 0 \
    drt_iter0_drc 1 \
    worstSetupPathType "reg -> out" \
    timing.critical_path.max_delay_family "flip-flops" \
    yosys.area.top_type_share_pct 98.8 \
    cp_data_arrival_time_ns 0.73 \
    pwr-share-comb_pct 4.2 \
    reg2reg_slack_ns 0.53 \
    p_int_uw 755 \
    power_switching_uw 151 \
    tritoncts "done" \
    worst-endpoint-required_ns 0.80 \
    critPathMaxStageDelay_ns 0.36 \
    first_pass_iters 2 \
    cts_resized 12 \
    netlist_top_cells_area "sky130_fd_sc_hd__dfrtp_1, sky130_fd_sc_hd__inv_1" \
    final.period_utilization_pct 92.7 \
    layout.area.comb_sq_um 0 \
    cts.htree.levels 1 \
    finalCriticalPeriod_ns 0.927 \
    vias_per_cell 1.86 \
    power.density_cell_area_nw_per_um2 1910 \
    post_synth_tally_of_flip_flops_with_integrated_enable 0 \
    number_of_placement_rows 21 \
    clock.latency.late_pin_ns 0.26 \
    post_cts_setup_buffer_count 0 \
    final_layout_size_suffix_gt1_share_pct 33.3 \
    post_synth_most_frequent_cells "sky130_fd_sc_hd__dfrtp_1, sky130_fd_sc_hd__inv_1" \
    area_growth_pct 56.4 \
    clock_sink_count 12 \
    logic_gate_count 0 \
]
==> final cells by class <==
cell class            count  area, sq um  area share (%)
clock buffer              4         36.3            7.63
timing repair buffer     10         77.6            16.3
tap                      46         57.6            12.1
sequential               12          300            63.2
inverter                  1         3.75           0.789
==> sequential cells by signal, indices dropped and copies added, names as in the netlist <==
| signal | cells |
|---|---|
| data_q1 | 4 |
| data_q3 | 4 |
| data_q2 | 4 |
==> cell usage in the layout, fill, tap and decap left out <==
cell,netlist,layout
sky130_fd_sc_hd__dfrtp_1,12,12
sky130_fd_sc_hd__clkdlybuf4s50_1,0,5
sky130_fd_sc_hd__buf_2,0,4
sky130_fd_sc_hd__clkbuf_4,0,3
sky130_fd_sc_hd__inv_1,1,1
sky130_fd_sc_hd__clkbuf_8,0,1
sky130_fd_sc_hd__buf_4,0,1
==> how the worst min path moves through the flow <==
stage	start	to	slack, ns	cells past startpoint
after CTS	rst	data_q3[2]	0.23	3
final	rst	data_q3[0]	0.24	3
after global routing	rst	data_q3[3]	0.26	3
==> power groups by stage <==
stage	clock (uW)	sequential [uW]	combinational (uW)
global route	411	517	43.8
finish	353	515	38.1
CTS	371	515	39.4
==> stage by stage <==
| step | utilization (%) | cells |
|---|---|---|
| 2_1_floorplan | - | 13 |
| 3_3_place_gp | 13.4 | 69 |
| 3_5_place_dp | 13.4 | 69 |
| 4_1_cts | 13.9 | 73 |
| 5_1_grt | 13.9 | 73 |
| 6_report | 13.9 | 73 |
==> per-layer routing <==
| layer | GRT usage, % | vias up | wire (microns) |
|---|---|---|---|
| met2 | 1.44 | 12 | 84 |
| met4 | 0.176 | 0 | 0 |
| li1 | - | 68 | - |
| met3 | 2.16 | 0 | 109 |
| met1 | 2.19 | 56 | 257 |
| met5 | 0 | - | 0 |
==> logic make-up after synthesis <==
kind of cell	after synthesis	synth area share, %
flip-flops	12	98.8
buffers and inverters	1	1.23
Power is estimated from default activity; no workload was simulated.
