[/design/flow/design.v]
module ucsbece152a_counter #(
        parameter WIDTH = 3
) (
    input   logic               clk,
    input   logic               rst,
    output  logic [WIDTH-1:0]   count_o,
    input logic                 enable_i,
    input logic                 dir_i
);
    logic [WIDTH-1:0] count_d, count_q;
    assign count_o = count_q;
    always_ff @(posedge clk or posedge rst) begin
        if (rst) begin
            count_q <= 0;
        end
        else begin
            count_q <= count_d;
        end
    end
    always_comb begin
        if (enable_i) begin
            if (~dir_i) begin
                count_d = (count_q + 1) % (1 << WIDTH);
            end
            else begin
                if (count_q==0) begin
                    count_d = (1 << WIDTH) - 1;
                end else begin
                    count_d = (count_q - 1);
                end
            end
        end
        else begin
            count_d = count_q;
        end
    end
endmodule
[/design/flow/run.sh]
#!/bin/bash
# OpenROAD 26Q1-2900-gdf79404cd8, Yosys 0.63+post, stock flow scripts
make -C /OpenROAD-flow-scripts/flow DESIGN_CONFIG=/design/flow/config.mk WORK_HOME=/design/flow/orfs finish
[/design/flow/config.mk]
export PLATFORM = sky130hd
export DESIGN_NAME = ucsbece152a_counter
export DESIGN_NICKNAME = ucsbece152a_counter
export VERILOG_FILES = /design/flow/design.v
export SDC_FILE = /design/flow/constraint.sdc
export NUM_CORES = 4
export LEC_CHECK = 1
export CORE_AREA = 10 10 70 70
export DIE_AREA = 0 0 80 80
[/design/flow/constraint.sdc]
current_design ucsbece152a_counter

set clk_period 1.5
set clk_io_pct 0.2

create_clock -name clk0 -period $clk_period [get_ports {clk}]

set non_clock_inputs [all_inputs -no_clocks]
set_input_delay [expr $clk_period * $clk_io_pct] -clock clk0 $non_clock_inputs
set_output_delay [expr $clk_period * $clk_io_pct] -clock clk0 [all_outputs]
==> run summary <==
Quick summary of the implementation run below.

The run finished with clean final reports. The post-synthesis share of cell area spent on xor and xnor gates came out at 4.459%. Clock-pin slew was measured on the worst setup and hold paths at 0.04 ns.

The total standard cell area after synthesis came out at 196.4 µm². The area occupied by registers is 75.07 µm². The number of flip-flops under the largest register name came out at 3. The smallest clock period supported by the final layout is computed as 1.414 ns.

The relative area change from synthesis to final layout is 77.07%. Yosys shows that the main logic family after synthesis is adder cells. The total overflow reported by the global router is 0. The wire length of the first global-routing pass came out at 862 µm.

For the worst-skew pair, the clock arrives at the later sink with an insertion delay of 0.23 ns. The number of vias in the routed layout came out at 170. The per-instance average area after synthesis came out at 9.822 µm². The power density over the cells came out at 1384 nW/µm². According to the floorplan report, the die width is 80 µm. The slew of the pin with the lowest slew margin is 0.2164 ns. The top routing layer in use is met3. In the power breakdown, the internal column shows 0.0003383 W. The number of buffers between clock root and the deepest sink is 2. The post-route clock skew is 0.0002520 ns. The detailed router reported a total wirelength of 535 µm. The data required time reported for the critical path is 1.20 ns. The wire length on met1 is 325 µm. The clock group share of total power is 28.8%. The sequential fraction of the synthesis area came out at 38.22%. The post-layout instance area is 347.8 µm². The register bit total from synthesis came out at 3. VDD sags by at most 488.9 µV.

The share of post-route cells with drive strength above 1 came out at 19.35%. The worst setup path is launched from a register. The final weighted congestion in routability-driven placement came out at 0.7142. In this run, the number of DRC markers left after iteration 0 of detailed routing was 1. After layout, the worst path uses 94.25% of the clock period. The tally of OpenROAD warnings is 26. Per the Yosys statistics, synthesis produced 20 cells. The signal on the critical path passes through clkdlybuf4s50_1. The vertical die dimension is 80 µm. In the routed design, unresolved DRC markers number 0. The maximum level of the CTS H-tree is 1. In the final layout, the registers with the most flip-flops are count_q (3). The number of fill cells in the layout came out at 409.

Detailed routing placed a total of 174 µm of wire on met2. The arrival time of data at the critical path endpoint came out at 1.11 ns. The total core area is 3416 µm².

The logic area came out at 106.4 µm². The worst pin sits at a relative slew slack of 85.53%. The cell with the largest stage delay on the worst path is clkdlybuf4s50_1.

The multiplexer fraction of the synthesized cell area is 0%. The mean number of vias per cell came out at 2.208. The register with the most flip-flops in the final layout is count_q.

The endpoint kind of the worst setup timing path is a primary output. The number of setup violations in the final report came out at 0. The timing report attributes the biggest portion of critical-path delay to buffers and inverters. The HPWL after detailed placement came out at 436.4 µm.

The relative contribution of sequential cells to total power is 30.0%. The detail route stage leaves a number of antenna-violating nets equal to 0. The area fraction in compound gates is 17.83%. The setup path with the least slack is of type register to primary output. The overall routing resource usage came out at 1.690%. The post-cts hold buffer count is 0. The delay contributed by the slowest stage of the critical path is 0.49 ns. Entering global routing, the biggest net connects 8 pins. Note that the worst hold path type here is input port to async pin. The cell sitting at the root of the clock tree is a clkbuf_4.

The detail-routed net length per standard cell came out at 6.948 µm. The setup slack on the worst flop-to-flop path came out at 0.17 ns. The run reported a max-capacitance violation count of 0. The number of input and output port buffers inserted came out at 6.

The number of clock buffers added by TritonCTS is 3. Along the critical path, the tally of buffer and inverter instances is 1. The count of TritonRoute iterations in the first routing pass came out at 2.

The switching power as a share of total power came out at 29.73%. The top-level port count came out at 7. The floorplan core density is 5.751%.

For reference, the final report shows the hold violation count at 0. Max-slew check failures listed in the final report amount to 0. The total die area came out at 6400 µm². The detailed router reports a met3 wire length of 34 µm. In the final timing run, aggregate negative setup slack is 0 ns.

TritonCTS built the clock tree. The instance tally after logic synthesis came out at 20. The switching power came out at 0.0001432 W. Per the detailed placement report, the placed cell area equals 314.1 µm². The maximum frequency from static timing analysis is 707.3 MHz.

The TritonCTS sink count came out at 3. Yosys reports a chip area of 196.4 µm². The via count of the first global-routing pass is 190. The share of total power dissipated in combinational logic is 41.2%. Of the total synthesized cell area, the portion taken by AND, OR, NAND and NOR gates is 12.74%. The number of cells on the worst reg-to-reg path is 5. Per the timing report, the biggest fanout along the worst path comes to 5. Warnings reported by Yosys during synthesis add up to 1. The worst register-to-register path ends at count_q[2]. After synthesis, the netlist uses 11 different library cells. Final hold analysis gives a worst-case slack of 0.2420 ns. The leakage component of the power is 0.1525 nW. The post-synthesis adder-cell area fraction came out at 19.11%. The initial antenna violation count is 0. The worst reg2reg path startpoint is count_q[0]. The number of inserted diodes came out at 0.

The floorplan has 21 rows.
[stage by stage]
step / utilization, % / power, W / std cells / setup slack [ns]
after floorplan: - / 0.0002348 / 20 / 0.2620
after global placement: 9.194 / 0.0003290 / 72 / 0.1115
after detailed placement: 9.194 / 0.0003434 / 72 / 0.1077
after CTS: 9.963 / 0.0004940 / 76 / 0.04420
after global routing: 10.18 / 0.0005360 / 77 / -0.0004252
final: 10.18 / 0.0004815 / 77 / 0.08619
[power by group through the flow]
stage     clock [W]  sequential (W)  combinational [W]
5_1_grt    0.000157        0.000150           0.000229
4_1_cts    0.000149        0.000147           0.000198
6_report   0.000139        0.000144           0.000198
[logic make-up (layout without fill, tap and decap cells)]
logic type,Yosys count,after routing
AOI/OAI and AO/OA,5,5
adders and majority gates,3,3
and+or+nand+nor,4,4
buffers and inverters,4,15
DFF,3,3
xor gates and xnor gates,1,1
[cell usage in the layout (no fill, tap or decap)]
| cell | Yosys | routed |
|---|---|---|
| a211oi_2 | 1 | 1 |
| a21boi_0 | 1 | 1 |
| a21oi_1 | 2 | 2 |
| and3_2 | 1 | 1 |
| and4b_1 | 1 | 1 |
| buf_4 | 0 | 1 |
| clkbuf_1 | 0 | 1 |
| clkbuf_4 | 0 | 3 |
| clkdlybuf4s50_1 | 0 | 6 |
| dfrtp_1 | 3 | 3 |
| ha_1 | 3 | 3 |
| inv_1 | 4 | 4 |
| nor2_1 | 2 | 2 |
| o21ai_0 | 1 | 1 |
| xnor2_1 | 1 | 1 |
[final cells by class]
type,count,share of cell area [%]
Clock buffer,4,7.554
Inverter,4,4.317
Multi-Input combinational cell,13,30.58
Sequential cell,3,21.58
Tap cell,46,16.55
Timing Repair Buffer,7,19.42
[how the worst max path moves through the flow]
stage	startpoint	endpoint	cells after the start
6_report	count_q[0]	count_o[0]	1
5_1_grt	count_q[0]	count_o[0]	1
4_1_cts	count_q[0]	count_o[0]	1
[synthesized netlist by cell type (all sizes together)]
cell type / count / area, µm²
a211oi: 1 / 12.51
a21boi: 1 / 7.510
a21oi: 2 / 10.01
and3: 1 / 7.510
and4b: 1 / 10.01
dfrtp: 3 / 75.07
ha: 3 / 37.54
inv: 4 / 15.01
nor2: 2 / 7.510
o21ai: 1 / 5.000
xnor2: 1 / 8.760
[what timing repair did]
| action | CTS | global route |
|---|---|---|
| resized | 0 | 0 |
| buffers inserted | 0 | 1 |
| setup endpoints to repair | 0 | 1 |
[layer usage]
layer  up-vias  global-route usage (%)
met5         -                       0
met4         0                  0.7042
met3         0                  0.9091
met2         7                   1.685
met1        73                   2.656
li1         90                       -
Power and IR drop assume default switching activity.
