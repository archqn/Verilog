[design/flow/constraint.sdc]
current_design fourBitAdder_FourByOne

set clk_period 5.0
set clk_io_pct 0.2

create_clock -name clk0 -period $clk_period

set non_clock_inputs [all_inputs -no_clocks]
set_input_delay [expr $clk_period * $clk_io_pct] -clock clk0 $non_clock_inputs
set_output_delay [expr $clk_period * $clk_io_pct] -clock clk0 [all_outputs]
[design/flow/config.mk]
export PLATFORM = sky130hd
export DESIGN_NAME = fourBitAdder_FourByOne
export DESIGN_NICKNAME = fourBitAdder_FourByOne
export VERILOG_FILES = /design/flow/design.v
export SDC_FILE = /design/flow/constraint.sdc
export NUM_CORES = 4
export LEC_CHECK = 1
export CORE_AREA = 10 10 70 70
export DIE_AREA = 0 0 80 80
[design/flow/run.sh]
#!/bin/bash
# OpenROAD 26Q1-2900-gdf79404cd8, Yosys 0.63+post, stock flow scripts
make -C /OpenROAD-flow-scripts/flow DESIGN_CONFIG=/design/flow/config.mk WORK_HOME=/design/flow/orfs finish
[design/flow/design.v]
module fourBitAdder_FourByOne(input [3:0] a, input [3:0] b, input cin, 
	output [3:0] s, output cout);
	wire c0, c1, c2;
	wire s0, s1, s2, s3;
	fullAdder f0(a[0], b[0], cin, s0, c0);
	fullAdder f1(a[1], b[1], c0, s1, c1);
 	fullAdder f2(a[2], b[2], c1, s2, c2);
	fullAdder f3(a[3], b[3], c2, s3, cout);
	assign s = {s3, s2, s1, s0};
endmodule
module fullAdder(input a, input b, input cin, output s, output cout);
	assign s = a ^ b ^ cin;
	assign cout = (a & b) | (cin & (a ^ b));
endmodule
==> job_summary.md <==
### Metrics collected by this job

| Metric | Value |
|---|---|
| Layout area overhead | `113.6%` |
| CP required | `about 4.0 ns` |
| Clock buf count | `0` |
| Buffer and inverter count on the worst path | `6` |
| Via count | `approximately 120` |
| Largest net degree at the start of global routing | `2` |
| Final Hold Viols | `0` |
| Minimum clock period | `between 4 and 5 ns` |
| Die area | `between 6000 and 7000 sq um` |
| Ys Warns | `0` |
| GR peak layer | `met1` |
| Crit path max-delay family | `adder cells` |
| GPL Wtd Cong | `approximately 0.83` |
| Synth top area share | `between 50% and 60%` |
| Log Warnings | `32` |
| Post-CTS Hold Buffers | `0` |
| Drt total wl | `around 400 microns` |
| Max FO, Critical Path | `1` |
| Pre-Place Util | `4.322%` |
| CP Capture Type | `primary output` |
| Worst path max stage delay | `0.46 ns` |
| Met2 Use GR | `roughly 1.1%` |
| M1 GR Usage | `1.931%` |
| Overflow after GRT | `0` |
| Cell type with the largest total area | `fa_1` |
| Slew @ Worst Pin | `0.1049 ns` |
| Max-cap viol count | `0` |
| Top cell excl fill/tap | `clkdlybuf4s50_1` |
| Gate Count Post-Synth | `18` |
| Detailed-route wire length per cell | `around 5.5 microns` |
| I/O Buffers | `14` |
| Setup bufs post-CTS | `0` |
| Pwr Density | `90.28 nW/um^2` |
| Cell area after synthesis | `around 150 sq um` |
| Levels on crit path | `10` |
| Routing usage on met3 | `just over 1%` |
| Resized Gates After CTS | `0` |
| Leakage | `around 0.00014 uW` |
| Vias in the first global route | `143` |
| Drc violations | `0` |
| Worst hold slack | `3.047 ns` |
| Most frequent cells in the layout | `clkdlybuf4s50_1 (14), inv_1 (10), fa_1 (4)` |
| Core Area | `3416 sq um` |
| Worst Setup EP | `s[3]` |
| Drt initial violations | `0` |
| Die Y | `~80 microns` |
| Seq Cell Count | `0` |
| Cell at the slowest stage of the critical path | `clkdlybuf4s50_1` |
| Slew Viols, Final | `0` |
| Initial antenna violation count | `0` |
| Hold path cells | `5` |
| CP startpoint kind | `input port` |
| Via/cell ratio | `1.622` |
| Netlist cell types | `3` |
| Relative slew slack | `between 90% and 100%` |
| Type of the worst setup path | `in -> out` |
| Antenna Cells | `0` |
| Routed Antenna Nets | `0` |
| Dpl hpwl | `405 microns` |
| VDD IR max | `roughly 0.000032 V` |
| Yosys Chip Area | `147.6 sq um` |
| Share of cells above drive strength 1 | `0%` |
| Global-route wire length before repair | `approximately 610 microns` |
| Critical path arrival | `about 3.4 ns` |
| Row count | `21` |
| Die Span X | `roughly 80 microns` |
| # IOs | `14` |
| RSZ-0062 raised after global routing | `no` |
| Main area contributors | `fa_1 (54%), inv_1 (25%), buf_4 (20%)` |
| Ys cells | `18` |
| Status | `complete, no violations` |
| Total track usage | `under 10%` |
| Register area | `0 sq um` |
| Fmax | `225.3 MHz` |
| Post-route clock period utilization | `between 80% and 90%` |
| Drt pass-1 iters | `1` |
| FILL cells | `between 400 and 500` |
| Worst min-delay path category | `in -> out` |
| Final setup TNS | `0 ns` |
| Crit path cell chain | `clkdlybuf4s50_1 > inv_1 > fa_1 > inv_1 > fa_1 > fa_1 > inv_1 > fa_1 > inv_1 > clkdlybuf4s50_1` |
| Setup violators final | `0` |
| Crit. Startpoint | `a[0]` |
| Mean Syn Cell Area | `just over 8 sq um` |
| Sequential area share after synthesis | `0%` |
## area by class of cell
class / count / area [sq um] / share of cell area, %
Inverter: 10 / 37.54 / 11.90
Multi-Input combinational cell: 4 / 80.08 / 25.40
Tap cell: 46 / 57.56 / 18.25
Timing Repair Buffer: 14 / 140.1 / 44.44
## metal layers
layer,vias to the layer above,part of all wire (%)
li1,60,-
met1,46,55
met3,0,28
met5,-,0
met4,0,0
met2,14,17
## stage by stage
stage	setup WS, ns	utilization (%)	cells	cell area, sq um	power (uW)
floorplan	1.423	-	18	147.6	13.73
global placement	0.5421	9.231	74	315.3	28.88
detailed placement	0.5359	9.231	74	315.3	29.11
CTS	0.5205	9.231	74	315.3	29.32
global route	0.3653	9.231	74	315.3	33.49
finish	0.5612	9.231	74	315.3	28.47
## synthesized netlist by cell type
cell / count
buf_4: 4
fa_1: 4
inv_1: 10
## cells by family (layout without fill, tap and decap cells)
kind of cell / count (synthesis) / after routing / synth area share [%]
buf+inv: 14 / 24 / 45.77
fa+ha+maj: 4 / 4 / 54.24
## worst min path at each step
stage / start / to / slack (ns)
6_report: b[3] / s[3] / 3.05
5_1_grt: cin / s[0] / 3.10
4_1_cts: cin / s[0] / 3.07
## power by group
part           leakage [uW]  internal [uW]  switching, uW
clock                     0              0              0
combinational      0.000137           20.4           8.07
sequential                0              0              0
total              0.000137           20.4           8.07
Power is estimated from default activity; no workload was simulated.
